## run.sh

```bash
#!/bin/bash
# OpenROAD 26Q1-2900-gdf79404cd8, Yosys 0.63+post, stock flow scripts
make -C /OpenROAD-flow-scripts/flow DESIGN_CONFIG=/design/flow/config.mk WORK_HOME=/design/flow/orfs finish
```

## config.mk

```make
export PLATFORM = sky130hd
export DESIGN_NAME = mbist_controller
export DESIGN_NICKNAME = mbist_controller
export VERILOG_FILES = /design/flow/design.v
export SDC_FILE = /design/flow/constraint.sdc
export NUM_CORES = 4
export LEC_CHECK = 1
export CORE_UTILIZATION = 40
```

## design.v

```verilog
`timescale 1ns/1ps
module mbist_addrgen #(
    parameter ADDR_WIDTH = 8
)(
    input  wire                     clk,
    input  wire                     reset_n,
    input  wire                     start_elem,    
    input  wire                     dir_up,         
    input  wire                     addr_step,     
    output reg  [ADDR_WIDTH-1:0]    addr,
    output reg                      sweep_done
);
always @(posedge clk or negedge reset_n) begin
    if (!reset_n) begin
        addr <= {ADDR_WIDTH{1'b0}};
        sweep_done <= 1'b0;
    end
    else if (start_elem) begin
        sweep_done <= 1'b0;
        addr <= dir_up ? {ADDR_WIDTH{1'b0}} : {ADDR_WIDTH{1'b1}};
    end
    else if (addr_step) begin
        if (dir_up) begin
            if (addr == {ADDR_WIDTH{1'b1}})
                sweep_done <= 1'b1;
            else
                addr <= addr + 1'b1;
        end else begin
            if (addr == {ADDR_WIDTH{1'b0}})
                sweep_done <= 1'b1;
            else
                addr <= addr - 1'b1;
        end
    end
end
endmodule
`timescale 1ns/1ps
module mbist_controller #(
    parameter ADDR_WIDTH   = 8,
    parameter DATA_WIDTH   = 32,
    parameter READ_LATENCY = 1
)(
    input  wire                       clk,
    input  wire                       reset_n,
    input  wire                       start,
    output reg                        mem_cs,
    output reg                        mem_we,
    output reg                        mem_re,
    output reg  [ADDR_WIDTH-1:0]      mem_addr,
    output reg  [DATA_WIDTH-1:0]      mem_wdata,
    input  wire [DATA_WIDTH-1:0]      mem_rdata,
    output wire                        test_done,
    output wire                        fail_flag,
    output wire  [ADDR_WIDTH-1:0]      fail_addr,
    output wire [1:0]                 dbg_op,
    output wire                       dbg_exp_bit,
    output wire [1:0]                 dbg_element,
    output wire [3:0]                 dbg_micro_idx
);
    reg [3:0]  element;     
    reg [3:0]  micro_idx;   
    reg [3:0]  wait_cnt;
    reg        start_elem;
    reg        dir_up;
    reg        addr_step;   
    reg [1:0]  latched_op;
    reg        latched_exp_bit;
    reg [ADDR_WIDTH-1:0] latched_addr;
    wire [1:0] op;
    wire       wr_bit;
    wire       exp_bit;
    wire       last;
    reg                      fail_flag_r;
    reg [ADDR_WIDTH-1:0]     fail_addr_r;
    reg                      test_done_r;
    assign fail_flag = fail_flag_r;
    assign fail_addr = fail_addr_r;
    assign test_done = test_done_r;
    mbist_microcode u_mcode (
        .index   (micro_idx),
        .element (element),
        .op      (op),
        .wr_bit  (wr_bit),
        .exp_bit (exp_bit),
        .last    (last)
    );
    wire [ADDR_WIDTH-1:0] addr_out;
    wire sweep_done;
    mbist_addrgen #(.ADDR_WIDTH(ADDR_WIDTH)) u_addrgen (
        .clk        (clk),
        .reset_n    (reset_n),
        .start_elem (start_elem),
        .dir_up     (dir_up),
        .addr_step  (addr_step),
        .addr       (addr_out),
        .sweep_done (sweep_done)
    );
    assign dbg_op        = op;
    assign dbg_exp_bit   = exp_bit;
    assign dbg_element   = element;
    assign dbg_micro_idx = micro_idx;
    localparam ST_IDLE  = 3'd0;
    localparam ST_ELEM  = 3'd1;
    localparam ST_MICRO = 3'd2;
    localparam ST_WAIT  = 3'd3;
    localparam ST_CHECK = 3'd4;
    localparam ST_DONE  = 3'd5;
    reg [2:0] state, next_state;
    always @(posedge clk or negedge reset_n) begin
        if (!reset_n)
            state <= ST_IDLE;
        else
            state <= next_state;
    end
     always @(*) begin
        next_state = state;
        case(state)
            ST_IDLE:
                if (start) next_state = ST_ELEM;
            ST_ELEM:
                next_state = ST_MICRO;
            ST_MICRO:
                if (op == 2'b01) next_state = ST_WAIT;  
                else             next_state = ST_CHECK; 
            ST_WAIT:
                if (wait_cnt == READ_LATENCY) next_state = ST_CHECK;
            ST_CHECK: begin
                if (last) begin
                    if (sweep_done)
                        next_state = (element == 4) ? ST_DONE : ST_ELEM;
                    else
                        next_state = ST_MICRO;
                end else
                    next_state = ST_MICRO;
            end
            ST_DONE:
                next_state = ST_DONE;
            default: ;
        endcase
    end
    always @(posedge clk or negedge reset_n) begin
        if (!reset_n) begin
            element    <= 0;
            micro_idx  <= 0;
            fail_flag_r  <= 0;
            test_done_r  <= 0;
            start_elem <= 0;
            dir_up     <= 1;
            addr_step  <= 0;
            wait_cnt   <= 0;
            mem_cs     <= 0;
            mem_we     <= 0;
            mem_re     <= 0;
            latched_op <= 2'b00;
            latched_exp_bit <= 1'b0;
            latched_addr <= {ADDR_WIDTH{1'b0}};
            fail_addr_r <= {ADDR_WIDTH{1'b0}};
        end else begin
            addr_step <= 0;
            mem_cs    <= 0;
            mem_we    <= 0;
            mem_re    <= 0;
            case(state)
            ST_IDLE: begin
                test_done_r  <= 0;
                fail_flag_r  <= 0;
                element    <= 0;
            end
            ST_ELEM: begin
                micro_idx  <= 0;
                start_elem <= 1;
                dir_up     <= (element != 2);
                latched_op <= 2'b00;
                latched_exp_bit <= 1'b0;
            end
            ST_MICRO: begin
                start_elem <= 0;
                mem_cs     <= 1;
                mem_addr   <= addr_out;
                if (op == 2'b01) begin
                    latched_op <= op;
                    latched_exp_bit <= exp_bit;
                    latched_addr <= addr_out;
                    mem_re <= 1;
                    wait_cnt <= 0;
                end
                else if (op == 2'b10) begin 
                    mem_we    <= 1;
                    mem_wdata <= wr_bit ? { {DATA_WIDTH-1{1'b0}},1'b1 } : { DATA_WIDTH{1'b0} };
                end
            end
            ST_WAIT: begin
                wait_cnt <= wait_cnt + 1;
            end
            ST_CHECK: begin
                if ((latched_op == 2'b01) && !fail_flag_r) begin
                    if (mem_rdata[0] != latched_exp_bit) begin
                        fail_flag_r <= 1;
                        fail_addr_r <= latched_addr;
                    end
                end
                if (last) begin
                    micro_idx <= 0;
                    if (!sweep_done)
                        addr_step <= 1;
                    if (sweep_done)
                        element <= element + 1;
                    latched_op <= 2'b00;
                    latched_exp_bit <= 1'b0;
                end else begin
                    micro_idx <= micro_idx + 1'b1;
                end
            end
            ST_DONE: begin
                test_done_r <= 1;
            end
            endcase
        end
    end
endmodule
`timescale 1ns/1ps
module mbist_microcode (
    input  wire [3:0] index,      
    input  wire [3:0] element,    
    output reg  [1:0] op,         
    output reg        wr_bit,     
    output reg        exp_bit,    
    output reg        last        
);
always @(*) begin  
    op      = 2'b00;
    wr_bit = 1'b0;
    exp_bit = 1'b0;
    last    = 1'b0;
    case (element)
    3'd0: begin
        case (index)
            4'd0: begin
                op   = 2'b10;    
                wr_bit = 1'b0;   
                last = 1'b1;
            end
            default: ;
        endcase
    end
    3'd1: begin
        case (index)
            4'd0: begin
                op = 2'b01;       
                exp_bit = 1'b0;
            end
            4'd1: begin
                op = 2'b10;       
                wr_bit = 1'b1;
                last = 1'b1;
            end
            default: ;
        endcase
    end
    3'd2: begin
        case (index)
            4'd0: begin
                op = 2'b01;       
                exp_bit = 1'b1;
            end
            4'd1: begin
                op = 2'b10;       
                wr_bit = 1'b0;
                last = 1'b1;
            end
            default: ;
        endcase
    end
    3'd3: begin
        case (index)
            4'd0: begin
                op = 2'b01;       
                exp_bit = 1'b0;
            end
            4'd1: begin
                op = 2'b10;       
                wr_bit = 1'b1;
            end
            4'd2: begin
                op = 2'b01;       
                exp_bit = 1'b1;
                last = 1'b1;
            end
            default: ;
        endcase
    end
    3'd4: begin
        case (index)
            4'd0: begin
                op = 2'b01;       
                exp_bit = 1'b1;
            end
            4'd1: begin
                op = 2'b10;       
                wr_bit = 1'b0;
            end
            4'd2: begin
                op = 2'b01;      
                exp_bit = 1'b0;
                last = 1'b1;
            end
            default: ;
        endcase
    end
    default: begin
        op = 2'b00;
    end
    endcase
end
endmodule
```

## constraint.sdc

```tcl
current_design mbist_controller

set clk_period 4.0
set clk_io_pct 0.2

create_clock -name clk0 -period $clk_period [get_ports {clk}]

set non_clock_inputs [all_inputs -no_clocks]
set_input_delay [expr $clk_period * $clk_io_pct] -clock clk0 $non_clock_inputs
set_output_delay [expr $clk_period * $clk_io_pct] -clock clk0 [all_outputs]
```

==> notes.md <==
run metrics: measured slew at the worst slew-check pin=0.6878 ns, CP max stage delay=0.47 ns, CP max FO=6, clk latency late pin=0.34 ns, number of enable flip-flop cells=9, first-pass GRT wire length=10.73 mm, clock sinks=63, GRT met2 Usage=23.33%, final core occ=47.87%, total power=1.206 mW, Congestion Overflow GR=0, Synth Seq Share=46.81%, drt first-iter violations=85, vias in the first global route=2133, worst reg-to-reg path cell count=7, Max clock buf depth=2, DR vias=2378, CP cell instances=inv_1, ha_1, or3b_1, nor4_2, or2_2, clkdlybuf4s50_1, synthesized instance count=319, post-synthesis async set-or-reset flop share=85.71%, CP startpoint kind=flip-flop, most frequent cell after synthesis=dfrtp_1, CTS tree=yes, Setup Skew=0.01149 ns, worst hold margin=0.4583 ns, Max Slew Vio Count=0, Antenna diodes=0, Num CTS Buffers=9, RR Endpoint=latched_exp_bit, # DRC=0, Syn-to-layout area delta=14.50%, Worst path slowest cell=clkdlybuf4s50_1, Post-CTS Hold Buffers=0, PostCTS Resize Cnt=0, WHS Path Cells=2, pre-CTS setup slack=1.126 ns, layer with the highest usage=met1, M1 GR Usage=25.56%, Leak=1.856 nW, yosys stat area=3470 um2, row count=33, Die ar.=9051 um2, Worst Setup End Kind=output pin, Worst path top cell family by delay=simple AND/OR/NAND/NOR gates, RSZ-0062 raised after global routing=no, hpwl dp=4.485 mm, Pwr Density=303.6 nW/um2, root buf cell=clkbuf_8, DR vias/cell=5.103, Synth Cell Area=3470 um2, ys flop type=dfrtp_1, Floorplan Utilization=41.81%, worst setup path class=flip-flop to output pin, Area leader share=37.50%, Final period util=81.31%, Post-CTS Setup Bufs=0, IR drop worst, VDD=0.2016 mV, Final Setup Violations=0, post-synth cell types=65, r2r setup slk=1.54 ns, antenna violations before repair=0, I/O pins=97, ys flops=63, drt first pass iters=4, Hold Crit Class=flip-flop to flip-flop, final hold vios=0, ANT nets after route=0, outcome=finished, final reports clean, MaxCap Viol Count=0, worst endpoint data arrival time=2.45 ns, fmax=307.4 MHz, max_slew headroom=54.15%, top post-synthesis cells by count=dfrtp_1, buf_4, nor2_1, Die X=95.14 um, DRT Wirelength=6.320 mm, WL/cell=13.56 um, I/O Buffers=34, worst hold path endpoint=state[4], Fillers=759, clock transition at the registers of the reported paths=0.07 ns, met3 Track Usage GR=3.487%, H-tree depth=3, final worst path period need=3.253 ns, CP Buf/Inv Count=2, Core ar.=8299 um2, leading area contributor after synthesis=dfrtp_1, Yosys warnings=3, Reg-to-Reg Start=element[0], layout cells sized above 1=11.91%, total negative slack=0 ns, path length in cells of the critical path=6, Worst Min Path Start=state[4], Log Warnings=63, GP Congestion=0.7934, Setup WS post-layout=0.7474 ns, mean post-synth cell area=10.88 um2, chip height=95.14 um, worst endpoint required time=3.20 ns, top cells, area=dfrtp_1, edfxtp_1, buf_4, ys cells=319, Tot GR Track Use=15.78%, largest net degree at the start of global routing=55
-- state kept, by name (all words and copies together) (netlist names), 2 cells and up --
signal	cells
u_addrgen.addr	8
element	4
latched_addr	8
mem_addr	8
latched_op	2
state	6
wait_cnt	4
micro_idx	4
fail_addr_r	8
-- layer usage --
layer	wire length, um	part of all wire, %	up-vias
met5	0	0	-
met4	57	0.90	0
met3	265	4.2	7
met2	2866	45	52
met1	3131	50	1161
li1	-	-	1158
-- cell usage in the layout, fill, tap and decap left out, types with 3 or more instances in the layout --
cell	instances
a211oi_1	3
nand4_1	3
a22o_1	3
o21ai_0	10
clkbuf_8	9
dfrtp_1	52
and3b_1	3
o211ai_1	4
conb_1	31
nor2_1	22
mux2i_1	9
clkinvlp_4	3
mux2_2	10
nand2_1	21
a21o_1	5
a221o_1	3
mux2_1	8
o31ai_1	3
edfxtp_1	9
nor2b_1	3
nand3_1	6
or2_2	3
xnor2_1	3
nor3_1	4
a21oi_1	9
inv_1	18
nor4_1	4
ha_1	16
a31oi_1	4
clkdlybuf4s50_1	33
and3_1	3
-- worst max-delay path by stage --
stage / end / startpoint
CTS: dbg_op[0] / micro_idx[0]
global route: dbg_op[0] / micro_idx[1]
finish: dbg_op[0] / micro_idx[0]
-- layout make-up --
type / instances / area [um2] / share of cell area, %
Sequential cell: 63 / 1624 / 40.88
Multi-Input combinational cell: 229 / 1612 / 40.57
Timing Repair Buffer: 35 / 342.8 / 8.630
Tap cell: 105 / 131.4 / 3.307
Clock buffer: 9 / 123.9 / 3.118
Clock inverter: 7 / 71.32 / 1.795
Inverter: 18 / 67.56 / 1.701
-- through the flow --
stage	cell area (um2)	std cells
floorplan	3582	349
finish	3973	466
detailed placement	3777	450
global route	3973	466
global placement	3777	450
CTS	3973	466
-- worst reg2reg max path, delay by kind of cell (launching register included) --
kind	cells	cell delay, ns
fa+ha+maj	1	0.26
flops	1	0.45
simple gates	3	0.86
compound gates	2	0.66
buf+inv	1	0.11
-- report_power, final --
group,switching (mW),internal [mW]
logic,0.0119,0.00428
clock network,0.254,0.287
registers,0.000201,0.649
-- logic make-up (layout without fill, tap and decap cells) --
kind of cell | Yosys count | in the layout | synth area share, %
AOI/OAI and AO/OA | 61 | 61 | 12.91
and+or+nand+nor | 87 | 87 | 13.70
xor gates and xnor gates | 5 | 5 | 1.262
other | 1 | 31 | 0.1081
buffers and inverters | 57 | 69 | 9.989
adders and majority gates | 17 | 17 | 6.347
muxes | 28 | 28 | 8.871
DFF | 63 | 63 | 46.81
Power is estimated from default activity; no workload was simulated.
